===== flow/run.sh =====
#!/bin/bash
# OpenROAD 26Q1-2900-gdf79404cd8, Yosys 0.63+post, stock flow scripts
make -C /OpenROAD-flow-scripts/flow DESIGN_CONFIG=/design/flow/config.mk WORK_HOME=/design/flow/orfs finish

===== flow/config.mk =====
export PLATFORM = sky130hd
export DESIGN_NAME = alu_1
export DESIGN_NICKNAME = alu_1
export VERILOG_FILES = /design/flow/design.v
export SDC_FILE = /design/flow/constraint.sdc
export NUM_CORES = 4
export LEC_CHECK = 1
export CORE_UTILIZATION = 30

===== flow/constraint.sdc =====
current_design alu_1

set clk_period 16.5
set clk_io_pct 0.2

create_clock -name clk0 -period $clk_period

set non_clock_inputs [all_inputs -no_clocks]
set_input_delay [expr $clk_period * $clk_io_pct] -clock clk0 $non_clock_inputs
set_output_delay [expr $clk_period * $clk_io_pct] -clock clk0 [all_outputs]

===== flow/design.v =====
module alu_1 (
    input  [31:0] a,             
    input  [31:0] b,             
    input  [2:0]  ALUC,          
    output [31:0] c              
);
    reg [31:0] result;           
    assign c = result;
    always @(*) begin
        case (ALUC)
            3'b000: result = a + b;          
            3'b001: result = a - b;          
            3'b010: result = a & b;          
            3'b011: result = a | b;          
            3'b100: result = a ^ b;          
            3'b101: result = (a < b) ? 32'd1 : 32'd0;  
            default: result = 32'b0;           
        endcase
    end
endmodule

==> impl_metrics.py <==
# Auto-generated metrics
metrics = {
    "setup_path": {
        "crit_arrival_ns": 7.36,
        "critPathLaunchType": "input pin",
        "path_depth": 14,
        "cpLargestDelayFamily": "AND-OR/OR-AND gates",
        "worst-endpoint-required_ns": 13.20,
        "crit_path_max_fanout": 4,
        "critPathBufInv": 3,
        "slowest_delay_ns": 0.53,
        "cp-end-kind": "primary output",
        "cp_slowest_cell": "o31ai_1",
        "path_cells": "clkdlybuf4s50_1 -> inv_1 -> ha_1 -> fa_1 -> o21bai_1 -> a211oi_1 -> o31ai_1 -> o21ai_1 -> o21ai_1 -> a211oi_1 -> mux2_1 -> a21o_1 -> a31oi_1 -> clkdlybuf4s50_1",
        "critical_path_class": "in2out",
    },
    "synth": {
        "synth_cell_type_count": 75,
        "synth.avg_cell_area_sq_um": 6.45,
        "ys_area_sq_um": 5340,
        "seq_area_frac_synth": 0,
        "syn_area_sq_um": 5340,
        "synthCells": 827,
        "ys_cells": 827,
        "ys_warn_count": 1,
    },
    "placed_design": {
        "gp_congestion": 0.947,
        "post-place-ws_ns": 5.87,
        "dp_hpwl_um": 14400,
        "io_buffers": 99,
        "dp.cells": 1111,
    },
    "die": {
        "ios": 99,
        "num_rows": 48,
        "core_sq_um": 17400,
        "chip_area_sq_um": 18300,
        "fp-utilization": 0.307,
        "dieWidth_um": 135,
        "die-height_um": 135,
    },
    "drt": {
        "drtIter0Drc": 540,
        "drtPass1Iterations": 5,
        "ant_nets": 0,
        "dr_total_vias": 6146,
        "vias_per_cell": 5.53,
        "wirelength_um": 18600,
        "antenna_cells": 0,
        "drcViolationCount": 0,
        "wl_per_cell_um": 16.7,
    },
    "clocking": {
        "ctsResizeCount": 0,
        "cts_setup_buffers": 0,
        "cts.hold.buffers_added": 0,
    },
    "final_layout": {
        "seq_cell_count": 0,
        "layout-drive-gt1-share": 0.0361,
        "nClkBuffers": 0,
        "area_growth_syn_to_layout_pct": 21.3,
        "flop_area_sq_um": 0,
        "mostFrequentLayoutCell": "ha_1",
        "most-common-layout-cells": "ha_1, clkdlybuf4s50_1, inv_1, a21oi_1, nor2_1",
        "stdcell_count": 1111,
    },
    "power_and_ir_drop": {
        "power.leakage_nw": 2.86,
        "ir_drop_v": 0.0000129,
        "total_power_w": 0.000222,
        "p_per_area_nw_per_um2": 34.4,
    },
    "sta": {
        "worst_slack_ns": 5.84,
        "hold_viol": 0,
        "timing.fmax_ghz": 0.0938,
        "rsz0062_at_grt": "no",
        "worst_slew_pin_slew_ns": 0.854,
        "period_used_share": 0.646,
        "setup_viol": 0,
        "final_max_slew_viol_count": 0,
        "slew_headroom": 0.426,
        "setup_tns_ns": 0,
        "hold_ws_ns": 7.64,
        "period_needed_ns": 10.66,
    },
    "global_route": {
        "antenna_found_initial": 0,
        "first_global_vias": 5838,
        "grt.overflow.total": 0,
        "grt_max_degree": 51,
        "grt_pass1_wl_um": 29900,
        "grt_use_total": 0.206,
    },
    "worst_hold_path": {
        "min_path_cells": 5,
        "hold_class": "in2out",
    },
    "flow_run": {
        "cap_violations": 0,
        "warnings": 106,
    },
    "run_status": {
        "status": "finished clean",
    },
}
-- path summary, 6_finish.rpt --
kind | from | end
worst max-delay path | a[0] | c[20]
worst min-delay path | ALUC[0] | c[2]
-- per-stage QoR --
stage / cell area, sq um / util
after detailed placement: 6470 / 0.373
after CTS: 6470 / 0.373
after floorplan: 5340 / -
after global placement: 6470 / 0.373
after global routing: 6470 / 0.373
final: 6470 / 0.373
-- metal layers --
| layer | vias to the layer above | part of all wire | global-route usage |
|---|---|---|---|
| li1 | 3096 | - | - |
| met1 | 2777 | 0.47 | 0.293 |
| met2 | 243 | 0.44 | 0.331 |
| met3 | 30 | 0.076 | 0.0290 |
| met4 | 0 | 0.020 | 0.0431 |
| met5 | - | 0 | 0 |
-- area by class of cell --
class	instances	area, sq um
tap	225	282
multi-input combinational	675	4750
fill	1833	10900
timing repair buffer	108	1050
inverter	103	387
-- power by group --
group / total, W / switching [W] / leakage (nW) / internal (W)
clock: 0 / 0 / 0 / 0
sequential: 0 / 0 / 0 / 0
combinational: 0.000222 / 0.000125 / 2.86 / 0.0000977
-- cell families after synthesis --
| logic type | after synthesis | share of synthesized area |
|---|---|---|
| compound gates | 324 | 0.401 |
| xor+xnor | 19 | 0.0312 |
| fa+ha+maj | 108 | 0.256 |
| buf+inv | 152 | 0.109 |
| mux | 8 | 0.0155 |
| simple gates | 216 | 0.187 |
-- cells in the mapped netlist, types with 5 or more instances --
| library cell | instances | area, sq um |
|---|---|---|
| ha_1 | 106 | 1330 |
| nand4_1 | 11 | 68.8 |
| o21ai_1 | 19 | 95.1 |
| o21a_1 | 7 | 52.6 |
| or3_1 | 6 | 37.5 |
| o31ai_1 | 11 | 82.6 |
| nand3_1 | 8 | 40.0 |
| o22ai_1 | 11 | 68.8 |
| nor4_1 | 5 | 31.3 |
| nor2_1 | 69 | 259 |
| nor3_1 | 23 | 115 |
| a21o_1 | 13 | 97.6 |
| nand2b_1 | 7 | 43.8 |
| a32oi_1 | 5 | 43.8 |
| o21bai_1 | 12 | 90.1 |
| a21oi_1 | 94 | 470 |
| inv_2 | 8 | 30.0 |
| nand2_1 | 64 | 240 |
| o211ai_1 | 15 | 113 |
| o2111ai_1 | 5 | 43.8 |
| o21ai_0 | 49 | 245 |
| mux2i_1 | 6 | 60.1 |
| inv_1 | 94 | 353 |
| buf_2 | 5 | 25.0 |
| nor2b_1 | 7 | 43.8 |
| o31a_1 | 6 | 52.6 |
| a211oi_1 | 13 | 97.6 |
| clkbuf_1 | 40 | 150 |
| a31oi_1 | 10 | 62.6 |
| xnor2_1 | 17 | 149 |
No activity file was given, so power comes from the tool's default toggle rates.
