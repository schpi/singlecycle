$ cat flow/run.sh
#!/bin/bash
# OpenROAD 26Q1-2900-gdf79404cd8, Yosys 0.63+post, stock flow scripts
make -C /OpenROAD-flow-scripts/flow DESIGN_CONFIG=/design/flow/config.mk WORK_HOME=/design/flow/orfs finish
$ cat flow/config.mk
export PLATFORM = sky130hd
export DESIGN_NAME = immem_ext
export DESIGN_NICKNAME = immem_ext
export VERILOG_FILES = /design/flow/design.v
export SDC_FILE = /design/flow/constraint.sdc
export NUM_CORES = 4
export LEC_CHECK = 1
export CORE_AREA = 10 10 70 70
export DIE_AREA = 0 0 80 80
$ cat flow/constraint.sdc
current_design immem_ext

set clk_period 1.7
set clk_io_pct 0.2

create_clock -name clk0 -period $clk_period

set non_clock_inputs [all_inputs -no_clocks]
set_input_delay [expr $clk_period * $clk_io_pct] -clock clk0 $non_clock_inputs
set_output_delay [expr $clk_period * $clk_io_pct] -clock clk0 [all_outputs]
$ cat flow/design.v
module immem_ext (
    input  [1:0] ImmSrc ,         
    input  [31:0] Ins,           
    output reg [31:0] Imm        
);
    always @(*) begin
        case (ImmSrc)
            2'b00: Imm = {{20{Ins[31]}}, Ins[31:20]};
            2'b01: Imm = {{20{Ins[31]}}, Ins[31:25], Ins[11:7]};
            2'b10: Imm = {{19{Ins[31]}}, Ins[31], Ins[7], Ins[30:25], Ins[11:8], 1'b0};
            2'b11: Imm = {{11{Ins[31]}}, Ins[31], Ins[19:12], Ins[20], Ins[30:21], 1'b0};
            default: Imm = 32'd0;
        endcase
    end
endmodule
==> deck_impl_summary.md <==
Physical Implementation Snapshot

Worst setup path
  • Worst path buffer plus inverter count: 4
  • Crit path depth: 6
  • Worst-path cell chain: buf_4 > xor2_2 > buf_4 > buf_4 > mux2_4 > buf_2
  • Worst-path maximum fanout: 3
  • CP startpoint kind: input pin
  • Crit path max-delay cell type: mux2_4
  • Largest delay share family, worst path: buffers and inverters
  • Crit path arrival time: approximately 1.3 ns
  • Crit. Startpoint: ImmSrc[1]
  • Max incr delay on CP: 0.28 ns
  • Worst path most repeated cell: buf_4
  • Critical Path Sink: Imm[3]
  • Class of the most critical setup path: input pin to output port
  • Required time of the critical path: about 1.4 ns
  • Worst setup EP type: output port

Floorplan
  • Fp util: 0.0945
  • Site Rows: 21
  • Die area: 0.00640 mm^2
  • Die Y: approximately 80 um
  • Io pins: around 66
  • Core ar.: approximately 0.0034 mm^2
  • Die X-Extent: 80 um

Logic synthesis
  • Unique masters post-synth: 9
  • # Cells Yosys: 39
  • Yosys top cell area share: 0.442
  • Yosys warns: 1
  • Yosys stat area: 323 um^2
  • Seq share, synth: 0
  • Post-synthesis cell count: 39
  • Cell type with the largest total area: buf_4
  • Post-synthesis instance area: approximately 320 um^2
  • Syn Area/Cell: slightly above 8 um^2
  • Top post-synthesis cells by area: buf_4 (44%), a31o_2 (22%), mux2_2 (14%)

Power and ir drop
  • Pwr/cell area: 249 mW/mm^2
  • Final Power: 0.196 mW
  • Pleak: approximately 0.35 nW
  • Worst VDD drop: approximately 0.000050 V

Job
  • MaxCap Viol Count: 0
  • Tool warnings: 39

Route
  • Final ANT Viol Nets: 0
  • Drc violations: 0
  • Antenna cell count: 0
  • Routed WL: roughly 1.5 mm
  • Vias: between 300 and 400
  • Via density: 3.13
  • Initial DRC Count: 4
  • Average routed wire per standard cell: about 13 um
  • DR pass1 iterations: 2

Layout
  • Post-route design area: 786 um^2
  • Flop Count: 0
  • Filler instances: 390
  • Commonest non-fill, non-tap cell in the layout: clkdlybuf4s50_1
  • Syn-to-layout area delta: 143%
  • Storage element area: 0 um^2
  • Layout clock buffers: 0
  • Fraction of layout cells with a size suffix above 1: 0.364
  • Dominant logic cell types in the final layout: clkdlybuf4s50_1 (30), dlygate4sd2_1 (13), buf_4 (11)

Placement
  • Placed instance area: around 750 um^2
  • Port Buffer Count: 47
  • DP HPWL: between 1 and 1.5 mm
  • Routability cong.: 0.805
  • Dpl ws: -0.531 ns

Final timing
  • Rel. slew slack: 0.863
  • Final setup margin: ~0.041 ns
  • Slew at the pin with the worst max-slew slack: 0.205 ns
  • Max Freq: roughly 600 MHz
  • Post-layout period usage: 0.976
  • Tightest hold margin: approximately 0.68 ns
  • Final worst path period need: roughly 1.7 ns
  • Final setup violation count: 0
  • Unrepaired setup endpoints after global routing: false
  • Fin. Hold Viols: 0
  • Fin. max-slew vios: 0

Global route
  • Largest net degree at the start of global routing: 14
  • Initial antenna violation count: 0
  • Gr ovfl total: 0
  • First-pass GRT wire length: 2.30 mm
  • Vias in the first global route: a little over 400
  • All-layer global routing usage: 0.0437

Hold path
  • Worst min path class: input pin to output port

Clocking
  • CTS Hold Bufs: 0

Outcome
  • Status: finished clean
[synthesized netlist by cell type]
cell and n:
a21oi_1 1, buf_2 1, buf_4 19, a21boi_2 1
mux2_2 4, mux2i_1 2, a31o_2 8, nor2_1 2
xor2_2 1
[per-stage QoR]
stage | TNS [ns] | util | std cells
after floorplan | 0 | - | 39
after global placement | -8.55 | 0.219 | 118
after detailed placement | -8.38 | 0.219 | 118
after CTS | 0 | 0.230 | 123
after global routing | 0 | 0.230 | 123
final | 0 | 0.230 | 123
[final cells by class]
cell class,instances,area [um^2],share of cell area
Timing Repair Buffer,58,534,0.680
Multi-Input combinational cell,19,194,0.247
Tap cell,46,57.6,0.0732
[timing repair]
item,4_1_cts,5_1_grt
setup endpoints to repair,26,0
endpoints found under the hold margin,0,0
setup buffers,6,0
resized,34,0
[where the power goes]
| part | internal [mW] | switching (mW) | total (mW) |
|---|---|---|---|
| registers | 0 | 0 | 0 |
| logic | 0.146 | 0.0501 | 0.196 |
| clock network | 0 | 0 | 0 |
[cells by family after synthesis]
group | after synthesis | share of synthesized area
buffers and inverters | 20 | 0.457
muxes | 6 | 0.202
xor gates and xnor gates | 1 | 0.0504
and+or+nand+nor | 2 | 0.0233
AOI/OAI and AO/OA | 10 | 0.267
[routing by layer]
metal / vias to the layer above / share of wire / track usage
met4: 0 / 0 / 0.00176
met3: 0 / 0.10 / 0.0148
met5: - / 0 / 0
li1: 196 / - / -
met2: 21 / 0.48 / 0.0762
met1: 168 / 0.41 / 0.0528
[worst min-delay path by stage]
stage            from       to  slack (ns)  cells past startpoint
CTS           Ins[30]  Imm[10]        0.68                      0
global route  Ins[25]   Imm[5]        0.68                      0
finish        Ins[30]  Imm[10]        0.68                      0
Power and IR drop assume default switching activity.
