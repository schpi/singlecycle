[flow/config.mk]
export PLATFORM = sky130hd
export DESIGN_NAME = Adder
export DESIGN_NICKNAME = Adder
export VERILOG_FILES = /design/flow/design.v
export SDC_FILE = /design/flow/constraint.sdc
export NUM_CORES = 4
export LEC_CHECK = 1
export CORE_AREA = 10 10 85 85
export DIE_AREA = 0 0 95 95
[flow/constraint.sdc]
current_design Adder

set clk_period 24.1
set clk_io_pct 0.2

create_clock -name clk0 -period $clk_period

set non_clock_inputs [all_inputs -no_clocks]
set_input_delay [expr $clk_period * $clk_io_pct] -clock clk0 $non_clock_inputs
set_output_delay [expr $clk_period * $clk_io_pct] -clock clk0 [all_outputs]
[flow/design.v]
module Adder(
    input  [31:0] a,
    input  [31:0] b,
    output [31:0] out
);
    assign out = a + b;
endmodule
[flow/run.sh]
#!/bin/bash
# OpenROAD 26Q1-2900-gdf79404cd8, Yosys 0.63+post, stock flow scripts
make -C /OpenROAD-flow-scripts/flow DESIGN_CONFIG=/design/flow/config.mk WORK_HOME=/design/flow/orfs finish
==> run notes <==
run metrics: number of antenna violations at the first check in global routing 0, share of the core filled by cells before placement 0.319, reported leakage power approximately 1.2 nW, number of design-rule violations left by the first detailed-router iteration approximately 54, Yosys chip area 1740 um2, iteration count of the initial detailed-routing pass 4, Total Die Area 9030 um2, share of the core filled with cells 0.503, critical path capture point type output port, Warnings, synthesis 0, Chip Height ~95 um, Final Max Slew Viols 0, type of the most critical hold path in2out, setup repair after global routing missed its margin no, layout overhead on the synthesized area 57.7%, fraction of layout cells with a size suffix above 1 0.0307, Seq cells 0, area of the core 5470 um2, worst slack at placement approximately 12 ns, Worst Path Required roughly 19 ns, average cell area after synthesis between 7 and 8 um2, OpenROAD warning count 32, area used by multi-input combinational logic roughly 1700 um2, Mapped Area between 1500 and 2000 um2, total I/O pin count 96, global-route wire length before repair around 9500 um, result of the run complete, no violations, synthesized instance count approximately 240, Setup TNS 0 ns, slew at the pin with the worst max-slew slack 0.523 ns, number of setup violations in the final report 0, sequential standard cell area 0 um2, number of post-CTS setup repair buffers 0, Port Buffers roughly 96, Slew HR 0.642, GR Overflow Total 0, post-layout worst setup margin ~12 ns, Detailed Route WL slightly below 6000 um, number of cells after detailed placement 398, WP data arrival just under 8 ns, detailed-route wire length per cell 14.7 um, number of placement rows 27, post-synth cell types around 50, min cycle time layout 12.54 ns, Top cells excl fill/tap 96 x sky130_fd_sc_hd__clkdlybuf4s50_1, 31 x sky130_fd_sc_hd__ha_1, 29 x sky130_fd_sc_hd__a21oi_1, number of endpoints with negative hold slack in the final report 0, maximum fanout along the worst path 4, Final Instance Count excl. Fillers roughly 400, Setup CP Type in2out, cell count in the Yosys report around 240, horizontal extent of the die 95 um, dpl hpwl roughly 5100 um, pin count of the biggest net entering global routing 11, sequential fraction of the synthesis area 0, DR DRC count 0, vias in the first global route approximately 2000, global placer's final weighted congestion between 0.9 and 1, worst-case hold slack between 10 and 15 ns, worst voltage drop across the vdd grid around 12 uV, aggregate global-route resource usage 0.124, count of max-cap constraint violations 0, most frequent standard cell in the layout excluding fill and tap cells sky130_fd_sc_hd__clkdlybuf4s50_1, CTS hold repair buffers 0, antenna-violating nets left 0, fill cell total of the finished layout ~570, achievable clock frequency between 70 and 80 MHz, post-route clock period utilization 0.520, total inserted antenna cells 0, total via count after detailed routing between 2000 and 2500, type of element launching the critical path input pin, post-detailed-route via-to-cell ratio roughly 5.2, clock buffer count 0, power density of the placed cells 29.1 nW/um2, post-cts gate resize count 0
==> metal layers <==
layer,vias to the layer above,global-route usage,wire length (um)
met5,-,0,0
met4,0,0.00623,29
met3,2,0.0288,465
met2,61,0.211,2550
met1,913,0.163,2800
li1,1103,-,-
==> path summary, 6_finish.rpt <==
path                  from  endpoint  slack, ns  cells past startpoint
worst min-delay path  b[0]    out[0]      10.67                      3
worst max-delay path  a[0]   out[26]      11.56                     11
==> report_power, final <==
| part | switching (W) | internal [W] | leakage [nW] |
|---|---|---|---|
| sequential | 0 | 0 | 0 |
| clock | 0 | 0 | 0 |
| combinational | 0.0000318 | 0.0000483 | 1.18 |
| total | 0.0000318 | 0.0000483 | 1.18 |
==> critical path: stages <==
cell	delay, ns
sky130_fd_sc_hd__clkdlybuf4s50_1	0.40
sky130_fd_sc_hd__ha_1	0.24
sky130_fd_sc_hd__fa_1	0.40
sky130_fd_sc_hd__a21o_1	0.22
sky130_fd_sc_hd__a31o_2	0.28
sky130_fd_sc_hd__nand3_1	0.09
sky130_fd_sc_hd__o221ai_1	0.21
sky130_fd_sc_hd__a311oi_1	0.32
sky130_fd_sc_hd__o21bai_1	0.10
sky130_fd_sc_hd__xor2_1	0.13
sky130_fd_sc_hd__clkdlybuf4s50_1	0.49
==> final cells by class <==
| type | count | share of cell area |
|---|---|---|
| inverters | 6 | 0.00819 |
| well taps | 72 | 0.0327 |
| repair buffers | 96 | 0.349 |
| multi-input cells | 224 | 0.610 |
==> metrics by stage <==
| stage | total power, W | instance area (um2) |
|---|---|---|
| 2_1_floorplan | 0.0000385 | 1740 |
| 3_3_place_gp | 0.0000809 | 2750 |
| 5_1_grt | 0.0000892 | 2750 |
| 6_report | 0.0000800 | 2750 |
| 3_5_place_dp | 0.0000809 | 2750 |
| 4_1_cts | 0.0000814 | 2750 |
==> cells in the mapped netlist, drive strengths merged (3+ instances only) <==
cell | count | area share
ha | 31 | 0.22
a21oi | 29 | 0.083
a21o | 19 | 0.082
nand2 | 18 | 0.039
o21ai | 15 | 0.045
xor2 | 15 | 0.075
xnor2 | 13 | 0.065
nor2 | 12 | 0.026
nand3 | 10 | 0.029
clkbuf | 8 | 0.017
nand4 | 8 | 0.029
inv | 6 | 0.013
o21bai | 5 | 0.028
nor3 | 4 | 0.011
a211oi | 3 | 0.013
a311oi | 3 | 0.025
a31oi | 3 | 0.011
buf | 3 | 0.0079
o211ai | 3 | 0.013
or2 | 3 | 0.011
==> cell families (layout without fill, tap and decap cells) <==
group	Yosys count	in the layout	share of synthesized area
AND/OR/NAND/NOR	65	65	0.183
buffers and inverters	17	102	0.0380
XOR/XNOR	28	28	0.141
AND-OR/OR-AND	97	97	0.393
multiplexers	2	2	0.0115
adder cells (fa/ha/maj)	32	32	0.234
Power is estimated from default activity; no workload was simulated.
